<file path="./config.mk">
export PLATFORM = sky130hd
export DESIGN_NAME = traffic_control
export DESIGN_NICKNAME = traffic_control
export VERILOG_FILES = /design/flow/design.v
export SDC_FILE = /design/flow/constraint.sdc
export NUM_CORES = 4
export LEC_CHECK = 1
export CORE_AREA = 10 10 70 70
export DIE_AREA = 0 0 80 80
</file>
<file path="./constraint.sdc">
current_design traffic_control

set clk_period 2.0
set clk_io_pct 0.2

create_clock -name clk0 -period $clk_period [get_ports {clk}]

set non_clock_inputs [all_inputs -no_clocks]
set_input_delay [expr $clk_period * $clk_io_pct] -clock clk0 $non_clock_inputs
set_output_delay [expr $clk_period * $clk_io_pct] -clock clk0 [all_outputs]
</file>
<file path="./design.v">
module traffic_control(n_lights,s_lights,e_lights,w_lights,clk,rst_a);
   output reg [2:0] n_lights,s_lights,e_lights,w_lights; 
   input      clk;
   input      rst_a;
   reg [2:0] state;
   parameter [2:0] north=3'b000;
   parameter [2:0] north_y=3'b001;
   parameter [2:0] south=3'b010;
   parameter [2:0] south_y=3'b011;
   parameter [2:0] east=3'b100;
   parameter [2:0] east_y=3'b101;
   parameter [2:0] west=3'b110;
   parameter [2:0] west_y=3'b111;
   reg [2:0] count;
   always @(posedge clk, posedge rst_a)
     begin
        if (rst_a)
            begin
                state=north;
                count =3'b000;
            end
        else
            begin
                case (state)
                north :
                    begin
                        if (count==3'b111)
                            begin
                            count=3'b000;
                            state=north_y;
                            end
                        else
                            begin
                            count=count+3'b001;
                            state=north;
                            end
                    end
                north_y :
                    begin
                        if (count==3'b011)
                            begin
                            count=3'b000;
                            state=south;
                            end
                        else
                            begin
                            count=count+3'b001;
                            state=north_y;
                            end
                    end
               south :
                    begin
                        if (count==3'b111)
                            begin
                            count=3'b0;
                            state=south_y;
                            end
                        else
                            begin
                            count=count+3'b001;
                            state=south;
                            end
                    end
            south_y :
                begin
                    if (count==3'b011)
                        begin
                        count=3'b0;
                        state=east;
                        end
                    else
                        begin
                        count=count+3'b001;
                        state=south_y;
                        end
                    end
            east :
                begin
                    if (count==3'b111)
                        begin
                        count=3'b0;
                        state=east_y;
                        end
                    else
                        begin
                        count=count+3'b001;
                        state=east;
                        end
                    end
            east_y :
                begin
                    if (count==3'b011)
                        begin
                        count=3'b0;
                        state=west;
                        end
                    else
                        begin
                        count=count+3'b001;
                        state=east_y;
                        end
                    end
            west :
                begin
                    if (count==3'b111)
                        begin
                        state=west_y;
                        count=3'b0;
                        end
                    else
                        begin
                        count=count+3'b001;
                        state=west;
                        end
                    end
            west_y :
                begin
                    if (count==3'b011)
                        begin
                        state=north;
                        count=3'b0;
                        end
                    else
                        begin
                        count=count+3'b001;
                        state=west_y;
                        end
                    end
            endcase  
        end  
    end  
always @(state)
     begin
         case (state)
            north :  
                begin
                    n_lights = 3'b001;
                    s_lights = 3'b100;
                    e_lights = 3'b100;
                    w_lights = 3'b100;
                end  
            north_y :  
                begin
                    n_lights = 3'b010;
                    s_lights = 3'b100;
                    e_lights = 3'b100;
                    w_lights = 3'b100;
                end  
            south :  
                begin
                    n_lights = 3'b100;
                    s_lights = 3'b001;
                    e_lights = 3'b100;
                    w_lights = 3'b100;
                end  
            south_y :  
                begin
                    n_lights = 3'b100;
                    s_lights = 3'b010;
                    e_lights = 3'b100;
                    w_lights = 3'b100;
                end  
            west :  
                begin
                    n_lights = 3'b100;
                    s_lights = 3'b100;
                    e_lights = 3'b100;
                    w_lights = 3'b001;
                end  
            west_y :  
                begin
                    n_lights = 3'b100;
                    s_lights = 3'b100;
                    e_lights = 3'b100;
                    w_lights = 3'b010;
                end  
            east :  
                begin
                    n_lights = 3'b100;
                    s_lights = 3'b100;
                    e_lights = 3'b001;
                    w_lights = 3'b100;
                end  
            east_y :  
                begin
                    n_lights = 3'b100;
                    s_lights = 3'b100;
                    e_lights = 3'b010;
                    w_lights = 3'b100;
                end  
            endcase  
     end  
endmodule
</file>
<file path="./run.sh">
#!/bin/bash
# OpenROAD 26Q1-2900-gdf79404cd8, Yosys 0.63+post, stock flow scripts
make -C /OpenROAD-flow-scripts/flow DESIGN_CONFIG=/design/flow/config.mk WORK_HOME=/design/flow/orfs finish
</file>
==> results.yml <==
# physical design summary
drt:
  dr.pass1.iters: 2
  ant_nets: 0
  diodes: 0
  num_vias: 295
  drc_errors: 0
  finalWirelength_um: 795
  vias_per_cell: 2.95
  drt-initial-drc-count: 8
  routedWlPerCell_um: 7.95
yosys:
  edf_count: 0
  syn_area_sq_um: 369
  topCellsByArea: "dfrtp_1 41%, ha_1 14%, nand2b_4 7.5%"
  synth_warnings: 1
  top_area_share_pct: 40.7
  syn_area_per_cell_sq_um: 9.71
  synth_cell_types: 17
  ys_ff: 6
  ff_type: "dfrtp_1"
  ys_async_sr_fraction_pct: 100
  yosys_cells: 38
  yosysTopAreaCell: "dfrtp_1"
  synthCells: 38
  synth_seq_share_pct: 40.7
  yosysChipArea_sq_um: 369
die:
  num_rows: 21
  ios: 14
  die_h_um: 80
  coreArea_sq_um: 3420
  die_area_sq_um: 6400
  fp_util_pct: 10.8
  die_w_um: 80
timing:
  fin_crit_sh_pct: 95.5
  hold_violations: 0
  setup_violations: 0
  timing.fmax_mhz: 523
  drv_slew: 0
  relSlewSlack_pct: 84.5
  max_slew.worst_pin.slew_ns: 0.232
  fin_ws_ns: 0.0897
  fin_crit_ns: 1.91
  rsz0062_at_grt: "false"
  finalSetupTns_ns: 0
  fin_worst_skew_ns: 0.00291
hold_path:
  hp-class: "input port to asynchronous set/reset pin"
worst_setup_path:
  path_max_fanout: 5
  r2r_slack_ns: 0.84
  reg2reg_from: "count[0]"
  critPathMaxStageDelay_ns: 0.46
  startpoint: "state[2]"
  crit_chain: "or2_4, nor2_2, clkdlybuf4s50_1"
  worst_setup_path_start_kind: "register"
  cp.required_ns: 1.60
  endpoint_kind: "output port"
  crit_end: "n_lights[1]"
  path_class: "register to output port"
  r2r_end: "count[0]"
  cp_slowest_cell: "clkdlybuf4s50_1"
  arrival_ns: 1.51
  r2r_cells: 4
clocking:
  cts-resized-gates: 0
  cts.htree.levels: 1
  cts_tree: "built"
  cts_root_buf: "clkbuf_4"
  clock_path_buffers: 2
  cts_made_buffers: 3
  clk_pin_slew_ns: 0.04
  cts_hold_buf: 0
  clock_latency_ns: 0.24
  post_cts_buffers: 0
  cts_sinks: 6
pwr:
  p_per_area_nw_per_um2: 406
  leakage_nw: 0.244
  total_power_mw: 0.233
  irDropWorstVdd_mv: 0.150
global_route:
  grt_usage_pct: 2.46
  antenna_found_initial: 0
  grt_pass1_vias: 306
  grt-ovfl-total: 0
  grt_start_max_net_pins: 11
  grt_first_pass_wirelength_mm: 1.25
job:
  drv_cap: 0
  warnings: 27
placement:
  routabilityCongestion: 0.738
  port_buffers: 13
  dp_hpwl_um: 674
  place_ws_ns: 0.341
  dpl.cell_count: 97
final_layout:
  layout-drive-gt1-share_pct: 16.7
  area_delta_synth_final_pct: 55.9
  finalNonFillerCells: 100
  fin_util_pct: 16.8
run_status:
  status: "finished clean"
-- kinds of logic (layout without fill, tap and decap cells) --
group / after synthesis / after routing / synth area share, %
compound gates: 5 / 5 / 9.15
mux: 1 / 1 / 2.71
fa+ha+maj: 4 / 4 / 13.6
simple gates: 16 / 16 / 25.8
buf+inv: 6 / 22 / 8.14
flops: 6 / 6 / 40.7
-- layout make-up --
cell class / instances / area [sq um]
clock buffers: 3 / 22.5
fillers: 385 / 2840
inverters: 5 / 18.8
multi-input cells: 26 / 189
flip-flops and latches: 6 / 150
well taps: 46 / 57.6
repair buffers: 14 / 138
-- cell usage after synthesis (all sizes together) (2+ instances only) --
master,count
dfrtp,6
ha,4
inv,5
nand2,3
nand2b,2
nor2,8
-- metrics by stage --
stage / hold WS (ns) / instance area (sq um)
after floorplan: 0.191 / 369
after global placement: 0.482 / 553
after detailed placement: 0.496 / 553
after CTS: 0.383 / 576
after global routing: 0.409 / 576
final: 0.377 / 576
-- cell usage in the layout, fill, tap and decap left out, types with 2 or more instances in the layout --
cell type | netlist | routed
clkbuf_4 | 0 | 3
clkdlybuf4s50_1 | 0 | 13
dfrtp_1 | 6 | 6
ha_1 | 4 | 4
inv_1 | 5 | 5
nand2_1 | 3 | 3
nand2b_4 | 2 | 2
nor2_1 | 6 | 6
nor2_2 | 2 | 2
-- metal layers --
metal / vias to the layer above / global-route usage, % / wire length (um)
met5: - / 0 / 0
met4: 0 / 0 / 0
met3: 0 / 2.61 / 165
met2: 14 / 3.93 / 309
met1: 128 / 2.29 / 320
li1: 153 / - / -
-- power breakdown --
| group | internal (mW) | total [mW] | switching, mW |
|---|---|---|---|
| Clock | 0.0676 | 0.107 | 0.0396 |
| Combinational | 0.00183 | 0.00431 | 0.00248 |
| Sequential | 0.122 | 0.122 | 0 |
-- worst max-delay path: cells and delay by family (launching register included) --
kind / cells / cell delay [ns]
buffers and inverters: 1 / 0.46
DFF: 1 / 0.44
and+or+nand+nor: 2 / 0.37
-- how the worst min path moves through the flow --
stage,cells after the start,end,startpoint
CTS,2,state[0],rst_a
global route,2,count[2],rst_a
finish,2,state[0],rst_a
-- registers in the layout, indices dropped and copies added, names as in the netlist --
signal and flops:
count 3, state 3
Power and IR drop assume default switching activity.
